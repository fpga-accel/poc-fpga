==> design/flow/design.v <==
`resetall
`timescale 1ns / 100ps
module axi4_s512_mmu   #(
                 parameter         AXI_ADDR_WIDTH  = 64  ,
                 parameter         DATA_WIDTH      = 512 ,
                 parameter         FIFO_DATA_WIDTH = 576 ,
                 parameter         SOP_POS         = 520 ,
                 parameter         EOP_POS         = 519 ,
                 parameter         ERR_POS         = 518 ,
                 parameter         MOD_POS         = 512 ,
                 parameter         MOD_WIDTH       = 6   ,
                 parameter         PKT_TYPE_POS    = 537 , 
                 parameter         PKT_TYPE_WIDTH  = 4   , 
                 parameter         PKT_LEN_WIDTH   = 16       
                  )
                 (
                 input                        				clk_sys                     , 
                 input                       				rst                         , 
                 input           [  3:0]                    m_awid 						,
                 input           [AXI_ADDR_WIDTH-1:0]       m_awaddr 					,
                 input           [  7:0]                    m_awlen 					,
                 input           [  2:0]                    m_awsize 					,
                 input                                      m_awvalid 				    ,
                 output  reg                                s_awready 				    ,
                 input           [3:0]                      m_wid                       , 
                 input           [DATA_WIDTH-1:0]           m_wdata 					,
                 input           [ 63:0]                    m_wstrb 					,
                 input                                      m_wlast 					,
                 input                                      m_wvalid 					,
                 output  reg                                s_wready 					,
                 output  reg     [  3:0]                    s_bid 						,
                 output  reg     [  1:0]                    s_bresp 					,
                 output  reg                                s_bvalid 					,
                 input                                      m_bready 					,
                 output  reg                                axi2fifo_wr 			    ,
                 output  reg     [FIFO_DATA_WIDTH-1:0]      axi2fifo_wdata 		        ,
                 input                                      fifo2axi_ff 			    ,
                 output  reg                                axi2fifo_cmd_wr 			,
                 output  wire    [53:0]                     axi2fifo_cmd_wdata 		    ,
                 input                                      fifo2axi_cmd_ff 			,    
                 output  reg     [ 15:0]                    axi2fifo_len              	,
                 output          [  7:0]                    axi4_sl_fsm_state           ,
                 output  reg                                axi4_sl_tran_cnt_en       	,
                 output  reg                                axi4_sl_tranok_cnt_en     	,
                 output  reg                                axi4_sl_frm_cnt_en        	,
                 output  reg                                axi4_sl_wr_cnt_en        	,
                 output  reg     [ 31:0]                    reg_axi4_sl_sta           	,
                 output  reg     [ 31:0]                    reg_axi4_sl_err                   
                 );
parameter	  S_IDLE             = 2'b00      ; 
parameter	  S_RECV_DATA        = 2'b01      ;
parameter	  S_SEND_ACK         = 2'b10      ;
parameter	  S_BUSY             = 2'b11      ;
reg       [1:0]         			fsm_axi4_state_curr           ;
reg       [1:0]         			fsm_axi4_state_next           ;
reg    	  [7:0]         			rx_tran_num                   ;
reg       [PKT_TYPE_WIDTH-1:0]      rx_chan_id                    ; 
reg       [AXI_ADDR_WIDTH-1:0]      rx_wstrb                      ;
reg       [MOD_WIDTH-1:0]           axi2fifo_wdata_mod            ;
wire      [PKT_LEN_WIDTH-1:0]       axi2fifo_wdata_len            ;
reg                                 axi2fifo_wdata_sop            ;
reg                                 axi2fifo_wdata_eop            ;
wire      [3:0]                     axi2fifo_wdata_id             ;
wire      [10:0]                    axi2fifo_wdata_rsv            ;
reg       [8:0]                     axi2fifo_wdata_chk            ;
reg                                 axi2fifo_wdata_err            ;
reg       [DATA_WIDTH-1:0]          axi2fifo_wdata_pre            ;
reg                                 axi2fifo_wr_pre               ;
reg                                 m_wr_1dly                     ;
reg       [2:0]                     cmd_awsize                    ;
reg       [7:0]                     cmd_awlen                     ;
reg       [35:0]                    cmd_awaddr                    ;
reg       [3:0]                     cmd_awid                      ;
reg                                 m_wlast_1dly                  ;
wire                                axi4_wdata_err                ;
always @ (posedge clk_sys or posedge rst)
begin 
    if (rst == 1'b1) begin
        fsm_axi4_state_curr <= S_IDLE;
    end
    else begin
        fsm_axi4_state_curr <= fsm_axi4_state_next;
    end
end
always @ (*)
begin 
    case (fsm_axi4_state_curr)
        S_IDLE :	
        begin 
            if ((s_awready == 1'b1) & (m_awvalid == 1'b1)) begin
                fsm_axi4_state_next = S_RECV_DATA; 
            end 
            else if (fifo2axi_ff == 1'b1) begin
                fsm_axi4_state_next = S_BUSY;
            end            
            else begin
                fsm_axi4_state_next = S_IDLE;
            end
        end
        S_BUSY:
        begin
            if (fifo2axi_ff == 1'b0)  begin
                fsm_axi4_state_next = S_IDLE;
            end
            else begin
                fsm_axi4_state_next = S_BUSY;
            end
        end
        S_RECV_DATA :	
        begin 
            if(m_wlast == 1'b1) begin
                fsm_axi4_state_next = S_SEND_ACK;
            end
            else begin 
                fsm_axi4_state_next = S_RECV_DATA;
            end
        end
        S_SEND_ACK : 
        begin 
            if((m_bready == 1'b1) & (fifo2axi_ff == 1'b0)) begin
                fsm_axi4_state_next = S_IDLE;
            end
            else begin 
                fsm_axi4_state_next = S_SEND_ACK;
            end
        end
        default :  ;
    endcase
end
always @ (posedge clk_sys or posedge rst)
begin 
    if(rst == 1'b1) begin
        s_awready <= 1'b1;
        s_wready  <= 1'b0;
        s_bvalid  <= 1'b0;
    end
    else begin
        case (fsm_axi4_state_curr)
            S_BUSY:
            begin
                if (fifo2axi_ff == 1'b0) begin
                    s_awready <= 1'b1;
                end
                else begin
                    s_awready <= 1'b0;
                end 
            end
            S_IDLE:
            begin
                if ((m_awvalid == 1'b1)&(s_awready == 1'b1)) begin
                    s_awready  <= 1'b0;
                    s_wready   <= 1'b1;
                end
                else if (fifo2axi_ff == 1'b1) begin
                    s_awready  <= 1'b0;
                end                
                else;
            end
            S_RECV_DATA:
            begin 
                if((m_wvalid == 1'b1)&(m_wlast == 1'b1)) begin
                    s_wready <= 1'b0;
                    s_bvalid <= 1'b1;
                end
                else;
            end
            S_SEND_ACK:
            begin 
                if (m_bready == 1'b1) begin
                    s_awready <= ~fifo2axi_ff;
                    s_bvalid  <= 1'b0;
                end
                else;
            end
            default :  ;
        endcase 
    end
end
always @ (posedge clk_sys or posedge rst)
begin 
    if(rst == 1'b1) begin
        rx_tran_num  <= 8'd0;
        rx_chan_id   <= {PKT_TYPE_WIDTH{1'b0}};
    end
    else if ((m_awvalid == 1'b1) & (s_awready == 1'b1)) begin
        rx_tran_num  <= m_awlen + 8'd1;
        rx_chan_id   <= m_awaddr[PKT_TYPE_WIDTH-1:0];
    end
    else ;
end
always @ (*)
begin 
    if((m_wvalid == 1'b1) & (s_wready == 1'b1)) begin
        rx_wstrb = m_wstrb;
    end
    else begin 
        rx_wstrb = 64'd0;
    end
end
always @ (posedge clk_sys or posedge rst)
begin
    if(rst == 1'b1) begin
        axi2fifo_wr_pre <= 1'b0;
    end
    else begin 
        axi2fifo_wr_pre <= m_wvalid & s_wready;
    end
end
always @ (posedge clk_sys or posedge rst)
begin 
    if(rst == 1'b1) begin
        axi2fifo_wr <= 1'b0;
    end
    else begin 
        axi2fifo_wr <= axi2fifo_wr_pre;
    end
end
always @ (posedge clk_sys)
begin 
    axi2fifo_wdata_pre <= m_wdata[511:0]; 
end
always @ (posedge clk_sys)
begin
		axi2fifo_wdata[539:0] <= {	
                                   axi2fifo_wdata_chk,axi2fifo_wdata_rsv,
                                   axi2fifo_wdata_eop,
                                   axi2fifo_wdata_err,axi2fifo_wdata_mod,
                                   axi2fifo_wdata_pre
                                 };
end
always @ (posedge clk_sys)
begin 
	s_bid   <= cmd_awid;
    s_bresp <= 2'd0;
end
always @ (posedge clk_sys or posedge rst)
begin 
    if(rst == 1'b1) begin
        axi2fifo_cmd_wr <= 1'b0;
    end
    else if (m_wlast_1dly == 1'b1) begin 
        axi2fifo_cmd_wr <= 1'b1;
    end
    else begin
        axi2fifo_cmd_wr <= 1'b0;
    end
end
always @ (posedge clk_sys or posedge rst)
begin 
    if(rst == 1'b1) begin
        m_wlast_1dly <= 1'b0;
    end
    else begin
        m_wlast_1dly <= m_wlast;
    end
end
always @ (posedge clk_sys or posedge rst)
begin 
    if(rst == 1'b1) begin
        cmd_awsize <= 3'd0;
        cmd_awlen  <= 8'd0;
        cmd_awaddr <= 36'd0;
        cmd_awid   <= 4'd0;
    end
    else if ((m_awvalid & s_awready) == 1'b1) begin
        cmd_awsize <= m_awsize;
        cmd_awlen  <= m_awlen ;
        cmd_awaddr <= m_awaddr[35:0];
        cmd_awid   <= m_awid  ;
    end
    else;
end
assign axi2fifo_cmd_wdata = {3'd0,cmd_awlen,cmd_awsize,cmd_awid,cmd_awaddr};
always @ (posedge clk_sys)
begin 
        case(rx_wstrb)
            64'h1		                :	axi2fifo_wdata_mod <= 6'd63;
            64'h3		                :	axi2fifo_wdata_mod <= 6'd62;
            64'h7		                :	axi2fifo_wdata_mod <= 6'd61;
            64'hf		                :	axi2fifo_wdata_mod <= 6'd60;
            64'h1f		                :	axi2fifo_wdata_mod <= 6'd59;
            64'h3f		                :	axi2fifo_wdata_mod <= 6'd58;
            64'h7f		                :	axi2fifo_wdata_mod <= 6'd57;
            64'hff		                :	axi2fifo_wdata_mod <= 6'd56;
            64'h1ff		                :	axi2fifo_wdata_mod <= 6'd55;
            64'h3ff		                :	axi2fifo_wdata_mod <= 6'd54;
            64'h7ff		                :	axi2fifo_wdata_mod <= 6'd53;
            64'hfff		                :	axi2fifo_wdata_mod <= 6'd52;
            64'h1fff		            :	axi2fifo_wdata_mod <= 6'd51;
            64'h3fff		            :	axi2fifo_wdata_mod <= 6'd50;
            64'h7fff		            :	axi2fifo_wdata_mod <= 6'd49;
            64'hffff		            :	axi2fifo_wdata_mod <= 6'd48;
            64'h1_ffff		            :	axi2fifo_wdata_mod <= 6'd47;
            64'h3_ffff		            :	axi2fifo_wdata_mod <= 6'd46;
            64'h7_ffff		            :	axi2fifo_wdata_mod <= 6'd45;
            64'hf_ffff		            :	axi2fifo_wdata_mod <= 6'd44;
            64'h1f_ffff		            :	axi2fifo_wdata_mod <= 6'd43;
            64'h3f_ffff		            :	axi2fifo_wdata_mod <= 6'd42;
            64'h7f_ffff		            :	axi2fifo_wdata_mod <= 6'd41;
            64'hff_ffff		            :	axi2fifo_wdata_mod <= 6'd40;
            64'h1ff_ffff                :	axi2fifo_wdata_mod <= 6'd39;
            64'h3ff_ffff	            :	axi2fifo_wdata_mod <= 6'd38;
            64'h7ff_ffff		        :	axi2fifo_wdata_mod <= 6'd37;
            64'hfff_ffff		        :	axi2fifo_wdata_mod <= 6'd36;
            64'h1fff_ffff		        :	axi2fifo_wdata_mod <= 6'd35;
            64'h3fff_ffff		        :	axi2fifo_wdata_mod <= 6'd34;
            64'h7fff_ffff		        :	axi2fifo_wdata_mod <= 6'd33;
            64'hffff_ffff		        :	axi2fifo_wdata_mod <= 6'd32;
            64'h1_ffff_ffff		        :	axi2fifo_wdata_mod <= 6'd31;
            64'h3_ffff_ffff		        :	axi2fifo_wdata_mod <= 6'd30;
            64'h7_ffff_ffff		        :	axi2fifo_wdata_mod <= 6'd29;
            64'hf_ffff_ffff		        :	axi2fifo_wdata_mod <= 6'd28;
            64'h1f_ffff_ffff	        :	axi2fifo_wdata_mod <= 6'd27;
            64'h3f_ffff_ffff	        :	axi2fifo_wdata_mod <= 6'd26;
            64'h7f_ffff_ffff		    :	axi2fifo_wdata_mod <= 6'd25;
            64'hff_ffff_ffff		    :	axi2fifo_wdata_mod <= 6'd24;
            64'h1ff_ffff_ffff		    :	axi2fifo_wdata_mod <= 6'd23;
            64'h3ff_ffff_ffff	        :	axi2fifo_wdata_mod <= 6'd22;
            64'h7ff_ffff_ffff		    :	axi2fifo_wdata_mod <= 6'd21;
            64'hfff_ffff_ffff		    :	axi2fifo_wdata_mod <= 6'd20;
            64'h1fff_ffff_ffff		    :	axi2fifo_wdata_mod <= 6'd19;
            64'h3fff_ffff_ffff		    :	axi2fifo_wdata_mod <= 6'd18;
            64'h7fff_ffff_ffff		    :	axi2fifo_wdata_mod <= 6'd17;
            64'hffff_ffff_ffff		    :	axi2fifo_wdata_mod <= 6'd16;
            64'h1_ffff_ffff_ffff		:	axi2fifo_wdata_mod <= 6'd15;
            64'h3_ffff_ffff_ffff		:	axi2fifo_wdata_mod <= 6'd14;
            64'h7_ffff_ffff_ffff		:	axi2fifo_wdata_mod <= 6'd13;
            64'hf_ffff_ffff_ffff		:	axi2fifo_wdata_mod <= 6'd12;
            64'h1f_ffff_ffff_ffff		:	axi2fifo_wdata_mod <= 6'd11;
            64'h3f_ffff_ffff_ffff		:	axi2fifo_wdata_mod <= 6'd10;
            64'h7f_ffff_ffff_ffff		:	axi2fifo_wdata_mod <= 6'd9;
            64'hff_ffff_ffff_ffff		:	axi2fifo_wdata_mod <= 6'd8;
            64'h1ff_ffff_ffff_ffff		:	axi2fifo_wdata_mod <= 6'd7;
            64'h3ff_ffff_ffff_ffff		:	axi2fifo_wdata_mod <= 6'd6;
            64'h7ff_ffff_ffff_ffff		:	axi2fifo_wdata_mod <= 6'd5;
            64'hfff_ffff_ffff_ffff	    :	axi2fifo_wdata_mod <= 6'd4;
            64'h1fff_ffff_ffff_ffff		:	axi2fifo_wdata_mod <= 6'd3;
            64'h3fff_ffff_ffff_ffff		:	axi2fifo_wdata_mod <= 6'd2;
            64'h7fff_ffff_ffff_ffff		:	axi2fifo_wdata_mod <= 6'd1;
        default                         :	axi2fifo_wdata_mod <= 6'd0;
        endcase
end
assign axi2fifo_wdata_len = ({8'd0,rx_tran_num} << 6) - {10'd0,axi2fifo_wdata_mod};
assign axi2fifo_wdata_id = rx_chan_id;
assign axi2fifo_wdata_rsv = 11'd0;
always @ (posedge clk_sys or posedge rst)
begin
    if (rst == 1'b1 ) begin
        axi2fifo_wdata_sop <= 1'b0;
    end
    else begin
        axi2fifo_wdata_sop <= m_wvalid & s_wready & (~m_wr_1dly);
    end
end
always @ (posedge clk_sys or posedge rst)
begin
    if (rst == 1'b1 ) begin 
        axi2fifo_wdata_eop <= 1'b0;
    end
    else begin
        axi2fifo_wdata_eop <= m_wvalid & s_wready & m_wlast;
    end
end
assign axi4_wdata_err = 1'b0;
always @ (posedge clk_sys or posedge rst)
begin
    if (rst == 1'b1 ) begin
        axi2fifo_wdata_err <= 1'b0;
    end
    else begin
        axi2fifo_wdata_err <= axi4_wdata_err & m_wvalid & s_wready & m_wlast;
    end
end
always @ (posedge clk_sys or posedge rst)
begin
    if (rst == 1'b1 ) begin
        axi2fifo_wdata_chk <= 9'h0;
    end
    else begin
        axi2fifo_wdata_chk <= 9'h0;
    end
end
always @ (posedge clk_sys)
begin 
    reg_axi4_sl_err <= 32'd0;
    reg_axi4_sl_sta <= 32'd0;
end
always @ (posedge clk_sys or posedge rst)
begin
    if (rst == 1'b1) begin
        axi2fifo_len <= 16'd0;
    end
    else if(axi2fifo_wr == 1'b1) begin
        axi2fifo_len <= axi2fifo_wdata_len; 
    end
    else;
end
always @ (posedge clk_sys or posedge rst)
begin
    if (rst == 1'b1) begin
        axi4_sl_tran_cnt_en <= 1'b0;
    end
    else begin 
        axi4_sl_tran_cnt_en <= m_awvalid & s_awready; 
    end
end
always @ (posedge clk_sys or posedge rst)
begin
    if(rst == 1'b1) begin
        axi4_sl_tranok_cnt_en <= 1'b0;
    end
    else begin 
        axi4_sl_tranok_cnt_en <= m_bready & s_bvalid; 
    end
end
always @ (posedge clk_sys or posedge rst)
begin
    if(rst == 1'b1) begin
        axi4_sl_frm_cnt_en <= 1'b0;
    end
    else begin 
        axi4_sl_frm_cnt_en <= axi2fifo_wr & axi2fifo_wdata[EOP_POS]; 
    end
end
always @ (posedge clk_sys or posedge rst)
begin
    if(rst == 1'b1) begin
        axi4_sl_wr_cnt_en <= 1'b0;
    end
    else begin 
        axi4_sl_wr_cnt_en <= axi2fifo_wr_pre; 
    end
end 
assign axi4_sl_fsm_state = {4'd0,fsm_axi4_state_next,fsm_axi4_state_curr};
always @ (posedge clk_sys or posedge rst)
begin 
    if (rst == 1'b1) begin
        m_wr_1dly <= 1'b0;
    end
    else begin
        m_wr_1dly <= m_wvalid & s_wready;
    end
end
endmodule
==> design/flow/run.sh <==
#!/bin/bash
# OpenROAD 26Q1-2900-gdf79404cd8, Yosys 0.63+post, stock flow scripts
make -C /OpenROAD-flow-scripts/flow DESIGN_CONFIG=/design/flow/config.mk WORK_HOME=/design/flow/orfs finish
==> design/flow/config.mk <==
export PLATFORM = sky130hd
export DESIGN_NAME = axi4_s512_mmu
export DESIGN_NICKNAME = axi4_s512_mmu
export VERILOG_FILES = /design/flow/design.v
export SDC_FILE = /design/flow/constraint.sdc
export NUM_CORES = 4
export LEC_CHECK = 1
export CORE_AREA = 10 10 535 535
export DIE_AREA = 0 0 545 545
==> design/flow/constraint.sdc <==
current_design axi4_s512_mmu

set clk_period 9.8
set clk_io_pct 0.2

create_clock -name clk0 -period $clk_period [get_ports {clk_sys}]

set non_clock_inputs [all_inputs -no_clocks]
set_input_delay [expr $clk_period * $clk_io_pct] -clock clk0 $non_clock_inputs
set_output_delay [expr $clk_period * $clk_io_pct] -clock clk0 [all_outputs]
==> summary.txt <==
mapped cell area: 26900 um^2
Final Critical Period: 6200 ps
total gr overflow: 0
Least-Margin Pin Slew: 824 ps
Skew-Pair Late Insertion Delay: 790 ps
fillers: 29700
share of flip-flops with an asynchronous set or reset: 0.0771
Psw: 2.78 mW
Combinational Power Share: 0.111
Critical Path AT: 4240 ps
Routed WL: 197 mm
CTS Root Cell: clkbuf_16
Yosys chip area: 26900 um^2
TritonRoute pass-1 iters: 5
Switching Share: 0.236
DR vias: 19200
ys flop type: dfxtp_1
internal power: 8.97 mW
Setup WS post-layout: 3600 ps
Final Wtd Congestion: 0.885
initial antenna violation count: 329
setup TNS: 0 ps
dpl hpwl: 174 mm
status: complete, no violations
post-layout period usage: 0.633
share of cells above drive strength 1: 0.0985
endpoints failing hold: 0
syn avg cell area: 15.9 um^2
DRC violations left: 0
commonest cells in the netlist: dfxtp_1, buf_4, dfrtp_1
area delta synth->final: 79.6%
worst vdd ir: 0.137 mV
Cells after Synth: 1695
RSZ-0062 raised after global routing: no
Final ANT Viol Nets: 0
initial drt markers: 780
Slew headroom: 0.445
clock transition at the registers of the reported paths: 70 ps
worst-path fanout max: 22
Sink Count: 1128
number of global-route vias before repair: 19000
largest net degree at the start of global routing: 47
number of enable flip-flop cells: 0
Post-CTS Hold Fix Bufs: 0
cell count in the Yosys report: 1695
Post-synth seq share: 0.855
Startpoint Class: primary input
Setup WS pre-CTS: 3620 ps
crit path launch: m_awvalid
tool warnings: 59
leading post-synthesis cells by cell area: dfxtp_1, dfrtp_1, buf_4
yosys warns: 37
Yosys cell types: 65
Rows: 192
Cells after DPL: 6611
Finished Layout Cells: 6945
clock power share: 0.450
Worst Clk Skew: 28.0 ps
Top-area cell share: 0.774
CP endpoint kind: primary output
Max Cap Viol: 0
Reg power frac: 0.439
GRT Overall Usage: 0.129
max-slew violations: 0
final setup violation count: 0
Hold Crit Class: reg -> reg
Core ar.: 274000 um^2
CTS Buf Count: 138
Critical R2R Launch: s_wready$_DFFE_PP0P_
CTS H-tree depth: 4
PortBufs: 1236
Post-CTS Setup Inserts: 0
Post-synth regs: 1128
first-pass GRT wire length: 234 mm
Pleak: 18.3 nW
Synth top cell by count: dfxtp_1
Power, Total: 11.8 mW
final core occ: 0.176
WP data required: 7840 ps
Longest Clk Path Bufs: 4
cell taking the most area after synthesis: dfxtp_1
# IOs: 1400
HP Start: axi2fifo_wdata_pre[296]$_DFF_P_
critical path class: in -> out
Resized cells post-CTS: 0
FMAX: 0.161 GHz
Routed WL per cell: 28.3 um
die height: 545 um
floorplan utilization: 0.0982
chip area: 297000 um^2
die width: 545 um
CTS tree: built
Power per Cell Area: 243 nW/um^2
DR vias/cell: 2.76
power groups by stage:
stage	Sequential, mW	Combinational [mW]	Clock [mW]
CTS	5.17	1.38	5.49
global route	5.20	1.39	5.66
finish	5.16	1.30	5.29
sequential cells by signal, indices dropped and copies added (netlist names), 2 cells and up:
name / count
axi2fifo_wdata_mod: 6
cmd_awlen: 8
axi2fifo_len: 15
fsm_axi4_state_curr: 2
axi2fifo_wdata_pre: 512
axi2fifo_wdata: 519
cmd_awaddr: 36
s_bid: 4
cmd_awsize: 3
cmd_awid: 4
rx_tran_num: 8
layer usage:
layer / GRT usage / up-vias / wire length [um]
li1: - / 8251 / -
met1: 0.125 / 8612 / 61300
met2: 0.182 / 1505 / 79000
met3: 0.140 / 538 / 46800
met4: 0.0354 / 270 / 7730
met5: 0 / - / 1690
worst paths after layout:
kind	endpoint	slack (ps)	cells past startpoint
setup / recovery	axi4_sl_fsm_state[3]	3600	9
hold / removal	axi2fifo_wdata[296]$_DFF_P_	310	0
setup reg to reg	axi2fifo_wdata_mod[1]$_DFF_P_	6510	9
hold reg to reg	axi2fifo_wdata[296]$_DFF_P_	310	0
max in group asynchronous	s_awready$_DFFE_PP1P_	6820	4
min in group asynchronous	cmd_awaddr[23]$_DFFE_PP0P_	1530	2
cell usage in the layout (no fill, tap or decap), types with 22 or more instances in the layout:
| cell type | count |
|---|---|
| a21oi_1 | 27 |
| dfrtp_1 | 86 |
| conb_1 | 130 |
| clkbuf_8 | 22 |
| clkdlybuf4s50_1 | 1236 |
| nand2_1 | 39 |
| clkinv_2 | 22 |
| diode_2 | 93 |
| nor2_1 | 40 |
| dfxtp_1 | 1041 |
| mux2_2 | 59 |
| clkbuf_16 | 140 |
per-stage QoR:
stage / cell area [um^2] / hold slack (ps)
floorplan: 27400 / 310
global placement: 43500 / 310
detailed placement: 43500 / 312
CTS: 48100 / 310
global route: 48200 / 324
finish: 48400 / 310
final cells by class:
type | instances | area (um^2) | area share
timing repair buffer | 1254 | 12500 | 0.259
multi-input combinational | 528 | 3260 | 0.0674
clock inverter | 61 | 798 | 0.0165
tap | 3686 | 4610 | 0.0954
inverter | 15 | 60.1 | 0.00124
clock buffer | 180 | 3870 | 0.0801
antenna | 93 | 233 | 0.00481
sequential | 1128 | 23000 | 0.476
critical path, cell delays in order:
cell and delay (ps):
clkdlybuf4s50_1 500, nand2_1 70, buf_4 220, clkinv_2 70, buf_4 410, nor2_1 110
o21ai_0 170, o221ai_1 170, clkdlybuf4s50_1 450
logic make-up after synthesis:
group	count (synthesis)	synth area share
AND-OR/OR-AND	106	0.0264
XOR/XNOR	24	0.00781
adder cells (fa/ha/maj)	2	0.000929
buffers and inverters	168	0.0421
flip-flops	1128	0.855
multiplexers	59	0.0247
other	1	0.000139
AND/OR/NAND/NOR	207	0.0429
Power and IR drop assume default switching activity.
